==> design/flow/design.v <==
`timescale 1ns/10ps
module ALU (alu_enable, alu_op, src1, src2, alu_out, alu_overflow);
input                     alu_enable;
input   [5-1:0]  alu_op;
input   [32-1:0]   src1;
input   [32-1:0]   src2;
output   [32-1:0]  alu_out;
output                    alu_overflow;
reg    [32-1:0]    alu_out;
reg                       alu_overflow;
reg    [63:0]             temp;
always@(*)begin
  alu_overflow = 1'b0;
  if(alu_enable)begin
    case(alu_op)
      5'b00000  :  begin
              alu_out = src1 + src2;
              if((src1[31]==1'b0 && src2[31]==1'b0 && alu_out[31]==1'b1)||
                 (src1[31]==1'b1 && src2[31]==1'b1 && alu_out[31]==1'b0))
                alu_overflow = 1'b1;
              else
                alu_overflow = 1'b0;
              end
      5'b00001  :  begin
              alu_out = src1 - src2;
              if((src1[31]==1'b0 && src2[31]==1'b1 && alu_out[31]==1'b1)||
                 (src1[31]==1'b1 && src2[31]==1'b0 && alu_out[31]==1'b0))
                alu_overflow = 1'b1;
              else
                alu_overflow = 1'b0;
              end
      5'b00010  :  alu_out = src1 & src2;
      5'b00011   :  alu_out = src1 | src2;
      5'b00100  :  alu_out = src1 ^ src2;
      5'b00101  :  alu_out = ~(src1 | src2);
      5'b00110  :  alu_out = $signed(src1) >>> $signed(src2);
      5'b00111 :  begin
              temp = {src1,src1};
              temp = temp >> (src2%32);
              alu_out = temp[31:0];
              end
	  5'b01000  :  alu_out = ~src1;
	  5'b01001 :  alu_out = ~(src1 & src2);
	  5'b01010  :  alu_out = ($signed(src1) > $signed(src2)) ? src1 : src2;
	  5'b01011  :  alu_out = ($signed(src1) < $signed(src2)) ? src1 : src2;
	  5'b01100  :  begin
				 alu_out = (src1[31]==1'b1) ? (~src1 + 1) : src1;
				 alu_overflow = (alu_out[31]==1'b1)? 1'b1 : 1'b0;
				 end
	  5'b01101 :  alu_out = ($signed(src1) < $signed(src2)) ? 32'b1 : 32'b0;
	  5'b01110  :  alu_out = src1 <<< src2; 
	  5'b01111 :  begin
				 temp = {src1,src1};
				 temp = temp << (src2 % 32);
				 alu_out = temp[63:32];
 				 end
      5'b10000  :  begin
				 alu_out = src1 + src2;
				 alu_overflow = ((src1[31] | src2[31]) <= alu_out[31])? 1'b0 : 1'b1;
				 end
	  5'b10001  : alu_out = src1 >> src2;			 
	  default  :
				 alu_out = 32'b0;
      endcase
    end
  else
    alu_out = 32'b0;
  end
endmodule
==> design/flow/run.sh <==
#!/bin/bash
# OpenROAD 26Q1-2900-gdf79404cd8, Yosys 0.63+post, stock flow scripts
make -C /OpenROAD-flow-scripts/flow DESIGN_CONFIG=/design/flow/config.mk WORK_HOME=/design/flow/orfs finish
==> design/flow/config.mk <==
export PLATFORM = sky130hd
export DESIGN_NAME = ALU
export DESIGN_NICKNAME = ALU
export VERILOG_FILES = /design/flow/design.v
export SDC_FILE = /design/flow/constraint.sdc
export NUM_CORES = 4
export LEC_CHECK = 1
export CORE_UTILIZATION = 40
==> design/flow/constraint.sdc <==
current_design ALU

set clk_period 15.8
set clk_io_pct 0.2

create_clock -name clk0 -period $clk_period

set non_clock_inputs [all_inputs -no_clocks]
set_input_delay [expr $clk_period * $clk_io_pct] -clock clk0 $non_clock_inputs
set_output_delay [expr $clk_period * $clk_io_pct] -clock clk0 [all_outputs]
==> results.txt <==
layout cell share with drive strength beyond 1: 12.11%
Vias: 20940
Tcrit/Tclk final: 73.63%
Fillers: 3748
worst hold start: alu_enable
peak supply drop: 33.03 uV
GRT Overall Usage: 51.92%
initial antenna violation count: 10
GRT Max-Usage Layer: met2
antenna viol nets, final: 0
met2 usage: 70.03%
WHS Endpoint: alu_overflow
Pint: 205.8 uW
Synth Area in Compound Gates: 37.79%
global-route wire length before repair: 139500 um
I/O pin count: 103
Final Max Slew Viols: 0
WHS Path Cells: 3
crit path launch type: input port
Final setup viols: 0
CP Data Required Time: 12.64 ns
P_leak: 0.006154 uW
RD Place Congestion: 1.180
Initial DRC Count: 3299
WP data arrival: 8.47 ns
cts repair resizes: 0
pwr/cell area: 37.55 nW/um^2
OpenROAD warning count: 97
Seq/Total Area, Yosys: 0%
FMAX: 0.08596 GHz
Max-Slew Margin vs Limit: 17.27%
unrepaired setup endpoints after global routing: no
Layout area overhead: 10.43%
MaxCap Viol Count: 0
largest area contributor in the synthesized netlist: mux4_2
Slew @ Worst Pin: 1.238 ns
GRT overflow: 0
chip area in the Yosys report: 14950 um^2
GRT met1 Usage: 65.45%
chip width: 195.3 um
fin crit period: 11.63 ns
Syn Area/Cell: 6.575 um^2
core area: 36700 um^2
ys cells: 2274
# rows: 70
Avg WL per Cell: 36.26 um
status: finished clean
DP Cell Count: 2730
largest net degree at the start of global routing: 58
Final Hold Vio Count: 0
comb area leader: AND-OR/OR-AND gates
Pre-antenna DRT Iters: 9
Final Cell Area: 16510 um^2
IO Port Bufs: 103
dpl hpwl: 74730 um
GR Util met3: 27.64%
DIE AREA: 38150 um^2
adder-cell share of the synthesized area: 8.469%
register area: 0 um^2
switch share: 66.79%
commonest cells after routing, fill and taps aside: 252 x nor2_1, 235 x nand2_1, 190 x a21oi_1
fp util: 40.74%
XOR Share, Synth: 1.992%
cell count after synthesis: 2274
most used logic cell in the final layout: nor2_1
Post-synth mux share: 19.63%
clk_buf instances: 0
TNS Setup: 0 ns
worst hold margin: 7.247 ns
post-synthesis cell type count: 92
Worst Path Max Fanout: 51
final non-filler cell total: 2738
placed inst area: 16490 um^2
DRT Wirelength: 99270 um
sw power: 414.0 uW
Crit Path Class: input port to primary output
setup bufs post-CTS: 0
mapped cell area: 14950 um^2
Area leader share: 9.942%
vias per cell: 7.648
Residual DRC: 0
hold_buf cts: 0
via count of the first global-routing pass: 18862
AND/OR/NAND/NOR Cells, Area Fraction: 23.20%
Yosys warnings: 1
biggest area cells: mux4_2 9.9%, ha_1 8.2%, nor2_1 6.4%, a21oi_1 6.4%, mux2i_1 6.2%
Crit. End Element: primary output
die height: 195.3 um
multi-input combinational cell area: 13640 um^2
Flops: 0
worst hold path type: input port to primary output
[cells by family (layout without fill, tap and decap cells)]
kind of cell	after synthesis	in the layout
other	0	8
AOI/OAI and AO/OA	843	843
xor gates and xnor gates	34	34
muxes	205	205
buffers and inverters	335	323
adders and majority gates	100	100
and+or+nand+nor	757	757
[critical path, stage by stage]
cell	delay [ns]
buf_6	0.42
inv_1	0.50
ha_1	0.55
o21bai_1	0.21
a2111oi_0	0.75
nor3_1	0.19
o31ai_1	0.60
a31oi_1	0.29
or4b_1	0.69
xnor2_1	0.20
a22oi_1	0.11
a31oi_1	0.27
clkdlybuf4s50_1	0.51
[cells in the mapped netlist (45+ instances only)]
cell,number
nor2_1,255
nand2_1,235
a21oi_1,190
o21ai_0,169
clkbuf_1,161
inv_1,103
ha_1,98
mux2i_1,93
mux4_2,66
a211oi_1,56
nor3_1,56
nand3_1,51
a31oi_1,50
mux2_2,46
o22ai_1,45
[how the worst max path moves through the flow]
stage | from | to | slack, ns
final | src2[1] | alu_out[31] | 4.17
after CTS | src2[5] | alu_out[30] | 4.46
after global routing | src2[5] | alu_overflow | 4.10
[layout make-up]
type	instances	area share, %
repair buffers	215	11.24
inverters	108	2.455
well taps	468	3.547
multi-input cells	1939	82.64
diodes	8	0.1213
[metrics by stage]
stage | utilization (%) | total power [uW] | setup WS [ns]
2_1_floorplan | - | 345.5 | 5.128
3_3_place_gp | 44.93 | 579.5 | 4.530
3_5_place_dp | 44.93 | 577.2 | 4.462
4_1_cts | 44.93 | 579.7 | 4.461
5_1_grt | 44.93 | 633.0 | 4.103
6_report | 44.99 | 619.9 | 4.167
[power groups by stage]
stage / combinational, uW / clock (uW) / sequential (uW)
after CTS: 580 / 0 / 0
after global routing: 633 / 0 / 0
[layer usage]
metal | up-vias | wire, um
met5 | - | 527
met4 | 22 | 7566
met3 | 511 | 17320
met2 | 2066 | 38400
met1 | 9687 | 35450
li1 | 8654 | -
No activity file was given, so power comes from the tool's default toggle rates.
