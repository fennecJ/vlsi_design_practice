==> flow/design.v <==
`timescale 1ns/10ps
module regfile (clk, rst, reg_enable, reg_write, src1_addr, src2_addr,
				write_addr, write_data, src1, src2);
input clk;
input rst;
input reg_enable;
input reg_write;
input [6-1:0] src1_addr;
input [6-1:0] src2_addr;
input [6-1:0] write_addr;
input [32-1:0] write_data;
output [32-1:0] src1;
output [32-1:0] src2;
reg [32-1:0] src1;
reg [32-1:0] src2;
reg [32-1:0] REG [64-1:0];
integer i;
always@(posedge clk or posedge rst)
begin
	if(rst)begin
		for(i=0;i<64;i=i+1)
			REG[i]<=32'b0;
		src1<=32'b0;
		src2<=32'b0;
	end
	else begin
		if(reg_enable)begin
			if(reg_write)
				REG[write_addr] <= write_data;
			else begin
				src1 <= REG[src1_addr];
				src2 <= REG[src2_addr];
			end
		end
		else begin
			src1<=32'b0;
			src2<=32'b0;
		end
	end
end
endmodule
==> flow/run.sh <==
#!/bin/bash
# OpenROAD 26Q1-2900-gdf79404cd8, Yosys 0.63+post, stock flow scripts
make -C /OpenROAD-flow-scripts/flow DESIGN_CONFIG=/design/flow/config.mk WORK_HOME=/design/flow/orfs finish
==> flow/config.mk <==
export PLATFORM = sky130hd
export DESIGN_NAME = regfile
export DESIGN_NICKNAME = regfile
export VERILOG_FILES = /design/flow/design.v
export SDC_FILE = /design/flow/constraint.sdc
export NUM_CORES = 4
export LEC_CHECK = 1
export CORE_UTILIZATION = 30
==> flow/constraint.sdc <==
current_design regfile

set clk_period 2.9
set clk_io_pct 0.2

create_clock -name clk0 -period $clk_period [get_ports {clk}]

set non_clock_inputs [all_inputs -no_clocks]
set_input_delay [expr $clk_period * $clk_io_pct] -clock clk0 $non_clock_inputs
set_output_delay [expr $clk_period * $clk_io_pct] -clock clk0 [all_outputs]
==> results.cfg <==
; flow metrics
[synthesis]
synth_warnings = 2
synth_area_per_cell_um2 = 12.1
yosys.cell_types.count = 65
synth_flops = 2112
syn_inst = 8583
yosys_cells = 8583
ff_type = dfrtp_1
synthesis.area_um2 = 104000
synth_seq_share_pct = 51.0
ys_async_sr_fraction_pct = 100
ys_area_um2 = 104000
synth-edff-count = 0

[routing]
drcViolationCount = 0
wl_per_cell_um = 63.7
via_per_inst = 7.00
routed_wl_mm = 959
vias = 105000
dr.pass1.iters = 7
ant_nets = 0
drt_iter0_drc = 12200

[grt]
grt_usage_pct = 56.7
grt_pass1_wl_mm = 1200
antenna_found_initial = 142
grt_overflow_total = 0
grt_pass1_vias = 100000
grt_max_degree = 108

[power_and_ir_drop]
switching_power_w = 0.0228
pwr-share-seq_pct = 44.2
power_density_nw_per_um2 = 560
p_int_w = 0.0562
vdd_drop_max_v = 0.000437
pwr-share-clk_pct = 46.2
leakagePower_nw = 65.3
switching_share_pct = 28.9
p_total_w = 0.0791
p_comb_share_pct = 9.6

[cts]
cts_tree = yes
root_buffer = clkbuf_16
h-tree-depth = 5
clk_path_buf_depth = 4
insertion_delay_ps = 950
numCtsBuffers = 276
cts.sink_count = 2112
path_clk_slew_ps = 60

[floorplanning]
row_count = 215
initCoreUtil_pct = 30.2
die_w_um = 590
core-area_um2 = 343000
top_level_ports = 118
die_y_um = 590
chipArea_um2 = 348000

[hold_path]
worstHoldPathType = in -> reg

[worst_setup_path]
cp-end-kind = flip-flop
critPathTopFamily = buffers and inverters
path_cells = buf_2 > buf_12 > buf_4 > buf_4 > nor2b_1 > buf_4 > a22oi_2 > o31ai_1 > buf_4 > a221oi_1 > nand3_1 > nor4_1 > a32oi_1
crit_slowest_cell = nor2b_1
worst-path-buf-inv = 6
cpPeakStageDelay_ps = 770
cp_common_cell = buf_4
cp.arrival_ps = 3900
worstPathRequired_ps = 3760
start_kind = input pin
path_max_fanout = 13
crit_type = in -> reg

[final_timing]
tns_ps = -144
slew_headroom_pct = 23.8
post-route-period-util_pct = 105
clock.fmax_ghz = 0.329
hold_viol = 0
worstMarginPinSlew_ps = 1130
finalSetupViolations = 1
slew_viol_final = 0
rsz0062_at_grt = false
fin_crit_ps = 3040
fin_skew_ps = 34.9
fin_ws_ps = -144

[status]
violations = negative setup slack
status = finished with violations

[final_layout]
drive_gt1_share_pct = 46.5
layout_top_cells = dfrtp_1, mux2_2, a22oi_1, buf_4, buf_12
layout_top_cell = dfrtp_1
area_growth_pct = 36.4
final_cells = 15100
post-route-util_pct = 41.1

[job]
drv_cap = 0
warnings = 31

[place]
dpl.hpwl_mm = 707
place_congestion = 1.12
place_inst = 14400
io_buffers = 117
==> state kept, by name (all words and copies together) (netlist names) <==
| name | cells |
|---|---|
| REG | 2048 |
| src1 | 32 |
| src2 | 32 |
==> metal layers <==
layer  routed length, um  up-vias  GRT usage [%]
li1                    -    36700              -
met1              334000    55200           65.3
met2              378000     9684           72.4
met4              102000      105           49.3
met5                1860        -           3.98
met3              144000     3667           35.7
==> timing repair <==
action / 4_1_cts / 5_1_grt
endpoints found under the setup margin: 3 / 4
pin swaps: 1 / 2
hold buffers: 0 / 0
buffers inserted: 4 / 2
gates resized: 1 / 3
==> Yosys cell counts (all sizes together), types with 7 or more instances <==
| library cell | n | area share [%] |
|---|---|---|
| nand3 | 113 | 0.55 |
| a22oi | 1505 | 11 |
| a221o | 8 | 0.077 |
| o22ai | 7 | 0.042 |
| nor2b | 13 | 0.079 |
| nand4bb | 10 | 0.11 |
| o2bb2ai | 15 | 0.13 |
| o21ai | 76 | 0.37 |
| mux2i | 91 | 0.88 |
| nor4 | 85 | 0.51 |
| or3 | 8 | 0.048 |
| mux2 | 2085 | 23 |
| dfrtp | 2112 | 51 |
| a21oi | 100 | 0.48 |
| nand2b | 17 | 0.11 |
| nor3 | 134 | 0.70 |
| and4 | 18 | 0.15 |
| or4 | 9 | 0.065 |
| nand2 | 360 | 1.3 |
| nand4b | 8 | 0.074 |
| a2111oi | 9 | 0.076 |
| o21a | 7 | 0.051 |
| a32oi | 45 | 0.38 |
| nor2 | 217 | 0.82 |
| a222oi | 25 | 0.24 |
| a22o | 140 | 1.2 |
| clkbuf | 415 | 1.5 |
| a221oi | 160 | 1.4 |
| nand4 | 254 | 1.5 |
| or2 | 11 | 0.066 |
| buf | 456 | 2.0 |
| and3 | 8 | 0.048 |
==> final timing paths <==
path                               startpoint          to  slack [ps]  depth (start not counted)
worst max register to register    REG[23][24]    src2[24]          10                          6
min in group asynchronous                 rst  REG[47][3]         240                          3
worst min register to register      REG[0][8]   REG[0][8]         520                          1
worst max-delay path             src2_addr[3]    src2[22]        -140                         13
max in group asynchronous                 rst  REG[20][1]        1410                          4
worst min-delay path            write_data[2]  REG[16][2]         170                          2
==> layout make-up <==
type / count / area [um^2]
fill: 32200 / 202000
sequential: 2112 / 52900
multi-input combinational: 5594 / 48500
timing repair buffer: 2131 / 24400
clock buffer: 408 / 8290
tap: 4557 / 5700
clock inverter: 83 / 981
antenna: 165 / 413
inverter: 6 / 26.3
==> metrics by stage <==
stage                     hold WS (ps)  instance area [um^2]  worst slack (ps)
after floorplan                    425                104000            -27010
after global placement             492                131000             -1250
after detailed placement           501                131000             -1160
after CTS                          147                141000              7.44
after global routing               210                141000              45.3
final                              173                141000              -144
==> power groups by stage <==
stage | sequential (W) | combinational (W) | clock (W)
after CTS | 0.0347 | 0.00736 | 0.0365
after global routing | 0.0350 | 0.00776 | 0.0375
final | 0.0349 | 0.00762 | 0.0365
==> cells by family after synthesis <==
kind of cell | Yosys count | share of synthesized area (%)
multiplexers | 2176 | 23.5
AND-OR/OR-AND | 2137 | 15.6
flip-flops | 2112 | 51.0
AND/OR/NAND/NOR | 1281 | 6.29
buffers and inverters | 877 | 3.53
Power figures rest on the tool's default switching activity, not on a simulated workload.
